## flow/design.v

```verilog
module normalize_ff(
clk,
clr_b,
S_in,
E_in,
P_in,
P_normalized,
);
input	wire		clk;
input	wire		clr_b;  
input 	wire		S_in;  
input	wire	[ 7:0]	E_in;  
input	wire	[47:0]	P_in;  
output	reg	[31:0] 	P_normalized;
reg			S_out;  
reg		[ 7:0]	E_out;  
reg		[22:0]  M_out;  
always @(S_in or E_in or P_in)
begin
	S_out = S_in;
	if (P_in[47]) begin 
		M_out =P_in[46:24];
		E_out = E_in + 1;
	end
	else if (~P_in[47]) begin 
		M_out =P_in[45:23];
		E_out = E_in;
	end
end
always @(posedge clk)
begin: PIPELINE_LATCH
	if (clr_b)
		P_normalized <= {S_out,E_out,M_out};
	else if (~clr_b)
		P_normalized <= 32'bz;
end
endmodule
```

## flow/run.sh

```bash
#!/bin/bash
# OpenROAD 26Q1-2900-gdf79404cd8, Yosys 0.63+post, stock flow scripts
make -C /OpenROAD-flow-scripts/flow DESIGN_CONFIG=/design/flow/config.mk WORK_HOME=/design/flow/orfs finish
```

## flow/config.mk

```make
export PLATFORM = sky130hd
export DESIGN_NAME = normalize_ff
export DESIGN_NICKNAME = normalize_ff
export VERILOG_FILES = /design/flow/design.v
export SDC_FILE = /design/flow/constraint.sdc
export NUM_CORES = 4
export LEC_CHECK = 1
export CORE_AREA = 10 10 111 111
export DIE_AREA = 0 0 121 121
```

## flow/constraint.sdc

```tcl
current_design normalize_ff

set clk_period 1.9
set clk_io_pct 0.2

create_clock -name clk0 -period $clk_period [get_ports {clk}]

set non_clock_inputs [all_inputs -no_clocks]
set_input_delay [expr $clk_period * $clk_io_pct] -clock clk0 $non_clock_inputs
set_output_delay [expr $clk_period * $clk_io_pct] -clock clk0 [all_outputs]
```

==> reports/metrics.yaml <==
status: "completed"
die_area_sq_um: 14600
worst_slack_ns: 0.457
antenna_found_initial: 0
tightest_slew_ns: 0.227
setup_viol: 0
worstHoldStart: "S_in"
grt_pass1_vias: 892
io_buffer_count: 66
critical_path_class: "flip-flop to primary output"
fmax_mhz: 693
synth_cell_types: 14
finalHoldViolations: 0
drc_errors: 0
yosys.area_share.aoi_pct: 0
grt_usage_pct: 4.11
n_antenna_cell: 0
ys_sh_xor_pct: 5.71
wirelength_mm: 3.14
critPathSlowestCell: "clkdlybuf4s50_1"
min_period_ns: 1.44
cts_hold_buf: 0
cp-start-kind: "flip-flop"
ant_nets: 0
cts.sinks: 32
design.core.area_sq_um: 9860
peakVddDrop_mv: 0.220
drt-wirelength-per-cell_um: 11.2
worstPathMaxFanout: 1
num_rows: 36
dpl.hpwl_mm: 2.58
fin_util_pct: 20.2
simple_gate_share_pct: 6.06
warnings: 49
synth_flops: 32
syn_to_final_growth_pct: 85.7
die_w_um: 121
reg.largest.list: "P_normalized (32)"
cpPeakStageDelay_ns: 0.48
startpoint: "P_normalized[16]"
grtUsageMet2_pct: 7.18
numCtsBuffers: 5
grt_util_met1_pct: 4.61
drtIter0Drc: 14
vias_per_cell: 2.93
slew_viol_final: 0
path_clk_slew_ns: 0.07
grt_setup_unrepaired: "false"
finalNonFillerCells: 280
syn_area_sq_um: 1070
place_area_sq_um: 1900
finalPower_mw: 1.56
ys_seq_share_pct: 59.7
p_per_area_nw_per_um2: 785
synth-warning-count: 2
path_delay_family: "buffers and inverters"
fillers: 1054
use_met3_pct: 1.56
holdWs_ns: 0.544
cts.path.max_buffers: 2
largest-register: "P_normalized"
mux_share_pct: 25.2
gr-max-usage-layer: "met2"
yosys_cells: 76
drive_gt1_share_pct: 23.1
die_h_um: 121
slew_headroom_pct: 84.8
syn_avg_cell_area_sq_um: 14.1
drt-pass1-iter-count: 2
io-pin-count: 91
fa_ha_area_share_pct: 1.17
p_leak_nw: 0.732
cts-resized-gates: 0
dp_slack_ns: 0.145
gp_congestion: 0.696
htree_num_levels: 2
root_buffer: "clkbuf_8"
grt_start_max_net_pins: 28
largest_reg_flops: 32
final.period_utilization_pct: 76.0
post-place-cells: 273
ys_area_sq_um: 1070
fp_util_pct: 10.9
critPathBufInv: 1
max-cap-violations: 0
synthesis.instances: 76
top_logic_kind: "multiplexers"
arrival_ns: 1.06
hold_path_class: "input pin to flip-flop"
grt_pass1_wl_mm: 4.84
grt.overflow.total: 0
end_kind: "primary output"
final_area_sq_um: 1990
vias: 820
crit_chain: "clkdlybuf4s50_1"
postCtsSetupBuffers: 0
cp.required_ns: 1.52
final.setup.tns_ns: 0
cts_tree: "built"
## Yosys cell counts
cell	count	area [sq um]
and3_1	1	6.26
buf_2	1	5.00
buf_4	1	7.51
buf_6	1	11.3
dfxtp_1	32	641
ha_1	1	12.5
mux2_2	24	270
nand2_1	3	11.3
nand4_1	2	12.5
nand4_4	1	21.3
nor2_1	1	3.75
nor3_2	1	10.0
xnor2_1	4	35.0
xor2_1	3	26.3
## where the power goes
part           switching, mW  leakage, nW  total (mW)  internal [mW]
Sequential            0.0120        0.270       0.736          0.724
Clock                  0.254       0.0503       0.577          0.323
Combinational         0.0588        0.412       0.251          0.192
Total                  0.324        0.732        1.56           1.24
## area by class of cell
class | count | area [sq um] | area share, %
Multi-Input combinational cell | 41 | 409 | 20.5
Timing Repair Buffer | 67 | 681 | 34.1
Tap cell | 133 | 166 | 8.35
Clock buffer | 7 | 96.3 | 4.83
Sequential cell | 32 | 641 | 32.1
## cells in the final DEF (no fill, tap or decap)
cell / synthesis / final
ha_1: 1 / 1
xor2_1: 3 / 3
nand4_4: 1 / 1
buf_12: 0 / 1
and3_1: 1 / 1
mux2_2: 24 / 24
xnor2_1: 4 / 4
clkdlybuf4s50_1: 0 / 66
nor2_1: 1 / 1
nand2_1: 3 / 3
clkbuf_8: 0 / 7
nand4_1: 2 / 2
nor3_2: 1 / 1
dfxtp_1: 32 / 32
## routing by layer
metal | vias up | wire, um
met2 | 35 | 1600
met4 | 0 | 72
met1 | 375 | 1170
li1 | 405 | -
met3 | 5 | 294
met5 | - | 0
## worst paths after layout
check / slack (ns) / depth (start not counted) / end
setup / recovery: 0.46 / 1 / P_normalized[16]
hold / removal: 0.54 / 1 / P_normalized[31]
## logic make-up after synthesis
kind of cell	count (synthesis)
XOR/XNOR	7
adder cells (fa/ha/maj)	1
buffers and inverters	3
flip-flops	32
multiplexers	24
AND/OR/NAND/NOR	9
No activity file was given, so power comes from the tool's default toggle rates.
